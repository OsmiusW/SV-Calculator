<file path="flow/run.sh">
#!/bin/bash
# OpenROAD 26Q1-2900-gdf79404cd8, Yosys 0.63+post, stock flow scripts
make -C /OpenROAD-flow-scripts/flow DESIGN_CONFIG=/design/flow/config.mk WORK_HOME=/design/flow/orfs finish
</file>
<file path="flow/config.mk">
export PLATFORM = sky130hd
export DESIGN_NAME = Mux
export DESIGN_NICKNAME = Mux
export VERILOG_FILES = /design/flow/design.v
export SDC_FILE = /design/flow/constraint.sdc
export NUM_CORES = 4
export LEC_CHECK = 1
export CORE_AREA = 10 10 70 70
export DIE_AREA = 0 0 80 80
</file>
<file path="flow/constraint.sdc">
current_design Mux

set clk_period 1.0
set clk_io_pct 0.2

create_clock -name clk0 -period $clk_period

set non_clock_inputs [all_inputs -no_clocks]
set_input_delay [expr $clk_period * $clk_io_pct] -clock clk0 $non_clock_inputs
set_output_delay [expr $clk_period * $clk_io_pct] -clock clk0 [all_outputs]
</file>
<file path="flow/design.v">
`timescale 1ns / 1ps
module Mux
	#(parameter WIDTH = 32)
	(input logic [WIDTH-1:0] A, B, 
	input logic D,
	output logic [WIDTH-1:0] C);  
	assign C = D ? B : A; 
endmodule
</file>
==> impl_metrics.ini <==
; flow metrics
[cells_and_area]
area_growth_pct = 212
combGateArea_um2 = 480
drive_gt1_share_pct = 56.2
final_layout_top_logic_cells = dlygate4sd2_1 (40), mux2_4 (32), buf_6 (29)
fillers = 327
ff_count = 0
nClkBuffers = 0
post-route-cell-area_mm2 = 0.00170
final_core_util_pct = 49.7
seq_area_um2 = 0
layout_top_cell = dlygate4sd2_1

[global_routing]
antenna_found_initial = 0
grt_max_degree = 8
grt-ovfl-total = 0
grt_usage_pct = 7.87
grt_pass1_vias = 824
grt_pass1_wl_um = 4150

[final_timing]
hold_violations = 0
whs_ns = 0.694
tightest_slew_ns = 0.0611
setup_violations = 32
max-slew-margin-rel_pct = 95.9
drv_slew = 0
period_used_pct = 118
worst_slack_ns = -0.175
fmax_ghz = 0.851
rsz0062_at_grt = yes
min_period_ns = 1.18

[run_status]
outcome = finished, violations left
violations = negative setup slack

[worst_hold_path]
min_to = C[24]
min_path_cells = 3
hp-start = A[24]
hold_path.class = input pin to output port

[floorplan]
die_y_um = 80
num_rows = 21
fp_util_pct = 15.9
die_w_um = 80
die_area_mm2 = 0.00640
ios = 97
core_mm2 = 0.00342

[worst_setup_path]
path_common_cell = buf_12
path_class = input pin to output port
worstPathCellList = buf_12 -> buf_12 -> buf_8 -> mux2_4 -> buf_6
crit_path_end_kind = output port
start_kind = input pin
worst-path-buf-inv = 4
worstPathArrival_ns = 0.98
crit_path_max_incr_delay_ns = 0.30
cp_top_family = buffers and inverters
worst-path-max-fanout = 7
critPathRequiredTime_ns = 0.80
critPathSlowestCell = mux2_4

[synth]
yosys_warnings = 0
netlist_instances = 36
synth_seq_share_pct = 0
synth.avg_cell_area_um2 = 15.1
ys_cells = 36
ys_types = 4
yosys_area_um2 = 544
syn_area_um2 = 544

[drt]
drt_iter0_drc = 4
drt-wirelength-per-cell_um = 14.8
dr_total_vias = 730
drt_wl_total_um = 2850
diodes = 0
ant_nets = 0
post-route-drc-count = 0
viasPerCell = 3.80
firstDrtPassIters = 2

[placed_design]
placed_cell_area_mm2 = 0.00154
dp_hpwl_um = 2400
port_buffers = 97
gp_congestion = 0.760

[clocking]
holdBufCountCts = 0

[power_and_ir_drop]
peakVddDrop_v = 0.000173
finalPower_w = 0.000660
p_per_area_mw_per_mm2 = 389
p_leak_nw = 0.990

[run]
warnings = 34
maxCapViolCount = 0
==> what timing repair did <==
action,in CTS,in global routing
setup endpoints to repair,32,32
setup buffers,14,0
cloned,1,0
resized,170,23
==> final cells by class <==
type	count	area share, %
tap	46	3.39
timing repair buffer	114	68.3
multi-input combinational	32	28.3
==> stage by stage <==
| stage | TNS (ns) | setup slack [ns] | cells |
|---|---|---|---|
| 6_report | -5.03 | -0.175 | 192 |
| 5_1_grt | -5.62 | -0.194 | 192 |
| 4_1_cts | -5.20 | -0.178 | 192 |
| 3_5_place_dp | -15.27 | -0.497 | 177 |
| 3_3_place_gp | -15.25 | -0.492 | 177 |
| 2_1_floorplan | 0 | 0.0669 | 36 |
==> cells in the mapped netlist, drive strengths merged <==
cell type / number / area [um2]
mux2: 32 / 473
buf: 4 / 71.3
==> cells by family (layout without fill, tap and decap cells) <==
group	after synthesis	count (layout)	synth area share, %
buf+inv	4	114	13.1
mux	32	32	86.9
==> worst min-delay path: cells and delay by family <==
kind | cells | cell delay [ns]
buf+inv | 2 | 0.16
mux | 1 | 0.13
==> metal layers <==
layer | vias up | GRT usage [%] | wire (um)
met5 | - | 0 | 0
met4 | 0 | 0 | 0
met1 | 317 | 8.97 | 1140
li1 | 362 | - | -
met2 | 51 | 14.3 | 1390
met3 | 0 | 3.07 | 313
==> how the worst max path moves through the flow <==
stage     slack, ns  from  cells past startpoint    end
5_1_grt       -0.19     D                      5  C[31]
4_1_cts       -0.18     D                      5   C[0]
6_report      -0.18     D                      5  C[31]
==> power by group <==
part	total, W	switching, W	internal [W]
registers	0	0	0
logic	0.000660	0.000141	0.000519
clock network	0	0	0
Power and IR drop assume default switching activity.
